<file path="config.mk">
export PLATFORM = sky130hd
export DESIGN_NAME = fmax_lab_07_p1
export DESIGN_NICKNAME = fmax_lab_07_p1
export VERILOG_FILES = /design/flow/design.v
export SDC_FILE = /design/flow/constraint.sdc
export NUM_CORES = 4
export LEC_CHECK = 1
export CORE_AREA = 10 10 70 70
export DIE_AREA = 0 0 80 80
</file>
<file path="constraint.sdc">
current_design fmax_lab_07_p1

set clk_period 1.0
set clk_io_pct 0.2

create_clock -name clk0 -period $clk_period [get_ports {clk}]

set non_clock_inputs [all_inputs -no_clocks]
set_input_delay [expr $clk_period * $clk_io_pct] -clock clk0 $non_clock_inputs
set_output_delay [expr $clk_period * $clk_io_pct] -clock clk0 [all_outputs]
</file>
<file path="design.v">
module fmax_lab_07_p1 (
input logic clk,
input logic [31:0] komut,
output logic [6:0] opcode,
output logic [3:0] aluop,
output logic [4:0] rs1,
output logic [4:0] rs2,
output logic [31:0] rs1_data,
output logic [31:0] rs2_data,
output logic [4:0] rd,
output logic [31:0] imm,
output logic hata
);
logic [31:0] komut_reg;
logic [6:0] opcode_reg;
logic [3:0] aluop_reg;
logic [4:0] rs1_reg;
logic [4:0] rs2_reg;
logic [31:0] rs1_data_reg;
logic [31:0] rs2_data_reg;
logic [4:0] rd_reg;
logic [31:0] imm_reg;
logic hata_reg;
lab_07_p1 uut0(.komut(komut_reg),.opcode(opcode_reg),.aluop(aluop_reg),
.rs1(rs1_reg),.rs2(rs2_reg),.rs1_data(rs1_data_reg),
.rs2_data(rs2_data_reg),.rd(rd_reg),
.imm(imm_reg),.hata(hata_reg));
always_ff @(posedge clk)
        begin
        komut_reg <= komut;
        opcode <= opcode_reg;
        aluop <= aluop_reg;
        rs1 <= rs1_reg;
        rs2 <= rs2_reg;
        rs1_data <= rs1_data_reg;
        rs2_data <= rs2_data_reg;
        rd <= rd_reg;
        imm <= imm_reg;
        hata <= hata_reg;
         end
endmodule
module lab_07_p1(
    input  logic            clk,reset,
    input  logic   [31:0]   komut,
    output logic    [6:0]   opcode,
    output logic    [3:0]   aluop,
    output logic    [4:0]   rs1, rs2, rd,
    output logic   [31:0]   rs1_data, rs2_data, imm,
    output logic            hata
);
parameter R = 7'b0000001;
parameter I = 7'b0000011;
parameter U = 7'b0000111;
parameter B = 7'b0001111;
logic [3:0] funct;
logic [6:0] code;
assign code = komut [6:0];
assign opcode = code;
always begin 
    if(reset)
            begin
            aluop       = 4'b0;
            rs1         = 5'b0;
            rs2         = 5'b0;
            imm         = 32'b0;
            rs1_data    = 32'b0;
            rs2_data    = 32'b0;
            rd          = 5'b0;
            hata        = 1'b0;
            end
    else if(code == R)
            begin
            rd      = komut [11: 7];
            rs1     = komut [19:15];
            rs2     = komut [24:20];
            imm     = 32'b0;
            {funct[3],funct[2:0]}   = {komut[30],komut [14:12]};
            aluop   = funct;
            rs1_data  = 32'b0;
            rs2_data  = 32'b0;
            hata      = 1'b0;
            end
    else if(code == I)
            begin
            rd       = komut [11: 7] ;
            rs1      = komut [19:15] ;
            imm      = {20'b0,  komut [31:20]};
            funct    = {1'b0,komut[14:12]};
            aluop    = funct;
            rs2       = 5'b0;
            rs1_data  = 32'b0;
            rs2_data  = 32'b0;
            hata      = 1'b0;
            end
    else if(code == U)
            begin
            rd        = komut [11: 7];
            imm       = komut [31:12];
            aluop     = 4'b0;
            rs1       = 5'b0;
            rs2       = 5'b0;
            rs1_data  = 32'b0;
            rs2_data  = 32'b0;
            hata      = 1'b0;
            end
    else if(code == B)
            begin
            funct       = {1'b0,komut[14:12]};
            aluop       = funct;
            rs1         = komut [19:15];
            rs2         = komut [24:20];
            imm         = {18'b0,komut [31:25],komut [11:7],1'b0};
            rs1_data    = 32'b0;
            rs2_data    = 32'b0;
            rd          = 5'b0;
            hata        = 1'b0;
            end
    else 
            begin
            aluop       = 4'b0;
            rs1         = 5'b0;
            rs2         = 5'b0;
            imm         = 32'b0;
            rs1_data    = 32'b0;
            rs2_data    = 32'b0;
            rd          = 5'b0;
            hata        = 1'b1;
			end
end
endmodule
</file>
<file path="run.sh">
#!/bin/bash
# OpenROAD 26Q1-2900-gdf79404cd8, Yosys 0.63+post, stock flow scripts
make -C /OpenROAD-flow-scripts/flow DESIGN_CONFIG=/design/flow/config.mk WORK_HOME=/design/flow/orfs finish
</file>
==> results.ini <==
[worst_hold_path]
min_path_type=reg -> reg
min_from=komut_reg[3]
min_path_cells=0
min_to=opcode[3]

[floorplan]
chipWidth_um=80
rows=21
chipArea_mm2=0.00640
core_mm2=0.00342
dieHeight_um=80
io_pins=156
initial_core_util_pct=33.8

[setup_path]
critPathLaunchType=register
worstPathArrival_ps=740
crit_path_max_fanout=1
timing.rr.end=opcode[1]
end_kind=primary output
cp_slowest_stage_delay_ps=310
path_cells=clkdlybuf4s15_1
rrSetupSlack_ps=600
r2r-start=komut_reg[1]
criticalPathCategory=reg -> out
crit_family=flip-flops
crit_required_ps=800
slowest_stage=dfxtp_1
ff2ff_path_depth=0
cp.buffers_inverters=1

[final_layout]
syn_to_final_growth_pct=-17.8
drive_gt1_share_pct=2.70
post-route-util_pct=27.8

[logic_synthesis]
simple_gate_share_pct=0
synth.avg_cell_area_um2=8.82
async_reset_ff_share_pct=0
synth-adder-area-share_pct=0
ys_sh_mux_pct=0
top_area_cell=buf_4
synthTopCellsByCount=buf_4, dfxtp_1, conb_1
ys_area_mm2=0.00115
synth_area_mm2=0.00115
postSynthCellCount=131
edf_count=0
most_common_cell=buf_4
synthTopCellsByArea=buf_4, dfxtp_1, conb_1
ys_sh_aoi_pct=0
synthTopLogicFamily=buffers and inverters
yosys_cells=131
synth_cell_type_count=3
yosysWarnings=3
yosys.area_share.xor_xnor_pct=0
flop_cell=dfxtp_1
ys.flops=14
ys_seq_share_pct=24.3
top_cell_area_share_pct=75.4

[clocking]
clock-root-buffer=clkbuf_4
clock_latency_ps=260
clock_sinks=14
cts_setup_buffers=0
tritoncts=done
clockBufferDepth=2
htreeDepth=1
clkTransAtPathRegs_ps=70
cts_buffers=3

[timing]
final-hold-violation-count=0
setup_slack_ps=59.8
slew_violations=0
rsz0062_at_grt=false
tns_ps=0
max_freq_mhz=1060
fin_crit_sh_pct=94.0
period_needed_ps=940
setup_viol=0
finalClockSkew_ps=0.517

[place]
place_congestion=0.699
port_buffers=14
hpwlAfterDp_um=1880
place_ws_ps=47.7

[drt]
vias_per_cell=2.25
ant_nets=0
post_drt_wl_per_cell_um=10.1
antennaDiodeCount=0
route.detailed.drc=0
drt-total-wl_um=1970
vias=437
drt-initial-drc-count=8
drtPass1Iterations=3

[run_status]
status=finished clean

[job]
cap_violations=0
warnings=50

[grt]
antenna_found_initial=0
grt_usage_pct=4.49
grt_overflow=0
grt_pass1_wl_um=2440
grt_max_degree=9
grt_pass1_vias=539

[power]
vdd.ir_drop.worst_v=0.000357
power_density_mw_per_mm2=1100
p_leak_nw=0.574

==> cell usage in the layout (no fill, tap or decap), drive strengths merged <==
master / instances
clkbuf: 4
clkdlybuf4s15: 7
clkdlybuf4s50: 7
conb: 116
dfxtp: 14
==> metrics by stage <==
stage	total power, W	hold WS [ps]	cells	instance area, um^2
3_3_place_gp	0.000699	310	190	913
4_1_cts	0.00107	330	194	950
2_1_floorplan	0.000923	228	246	1590
3_5_place_dp	0.000699	312	190	913
5_1_grt	0.00112	336	194	950
6_report	0.00105	329	194	950
==> where the power goes <==
group          internal (W)  switching, W   total, W
Combinational     0.0000399     0.0000351  0.0000750
Sequential         0.000587    0.00000562   0.000592
Clock              0.000221      0.000158   0.000379
Total              0.000848      0.000199    0.00105
==> per-layer routing <==
metal	vias up	routed length, um	GRT usage [%]	part of all wire [%]
li1	194	-	-	-
met1	173	659	4.57	34
met2	68	976	8.35	50
met3	2	314	1.82	16
met4	0	15	0.880	0.76
met5	-	0	0	0
==> final cells by class <==
type | count | area, um^2
Multi-Input combinational cell | 116 | 435
Clock buffer | 4 | 36.3
Timing Repair Buffer | 14 | 140
Tap cell | 46 | 57.6
Fill cell | 372 | 2470
Sequential cell | 14 | 280
==> repair_timing <==
item,in CTS,in global routing
endpoints found under the setup margin,7,0
resized,14,0
hold buffers,0,0
==> cell families after synthesis <==
family	Yosys count
other	1
buffers and inverters	116
DFF	14
==> worst max-delay path by stage <==
stage / from / end / slack, ps / cells after the start
4_1_cts: opcode[3] / opcode[3] / 40 / 1
5_1_grt: opcode[4] / opcode[4] / 3 / 1
6_report: opcode[3] / opcode[3] / 60 / 1
Power figures rest on the tool's default switching activity, not on a simulated workload.
