### flow/run.sh
#!/bin/bash
# OpenROAD 26Q1-2900-gdf79404cd8, Yosys 0.63+post, stock flow scripts
make -C /OpenROAD-flow-scripts/flow DESIGN_CONFIG=/design/flow/config.mk WORK_HOME=/design/flow/orfs finish
### flow/config.mk
export PLATFORM = sky130hd
export DESIGN_NAME = lab_08_p3
export DESIGN_NICKNAME = lab_08_p3
export VERILOG_FILES = /design/flow/design.v
export SDC_FILE = /design/flow/constraint.sdc
export NUM_CORES = 4
export LEC_CHECK = 1
export CORE_UTILIZATION = 30
### flow/constraint.sdc
current_design lab_08_p3

set clk_period 15.5
set clk_io_pct 0.2

create_clock -name clk0 -period $clk_period

set non_clock_inputs [all_inputs -no_clocks]
set_input_delay [expr $clk_period * $clk_io_pct] -clock clk0 $non_clock_inputs
set_output_delay [expr $clk_period * $clk_io_pct] -clock clk0 [all_outputs]
### flow/design.v
module lab_08_p3 (
	input logic [31:0] imm,rs1_data,rs2_data,
	input   logic  [6:0]  opcode,
	input   logic  [3:0]  funct,  
	output logic  [31:0] sonuc,  
	output logic  pc_update,we,hata 
);
parameter R = 7'b0000001;
parameter I = 7'b0000011;
parameter U = 7'b0000111;
parameter B = 7'b0001111;
always_comb begin
    case(opcode)
            R:
            begin
            if(funct == 4'b0) begin
            sonuc = $signed(rs1_data) + $signed(rs2_data);
            hata = 0;
            pc_update = 0;
            we = 1;
            end
            else if(funct == 4'b1000) begin
            sonuc = $signed(rs1_data) - $signed(rs2_data);
            hata = 0;
            pc_update = 0;
            we = 1;
            end
            else if(funct == 4'b0111) begin
            sonuc = $signed(rs1_data) && $signed(rs2_data);
            hata = 0;
            pc_update = 0;
            we = 1;
            end
            else if(funct == 4'b0110) begin
            sonuc = $signed(rs1_data) || $signed(rs2_data);
            hata = 0;
            pc_update = 0;
            we = 1;
            end
            else if(funct == 4'b0100) begin
            sonuc = $signed(rs1_data) ^ $signed(rs2_data);
            hata = 0;
            pc_update = 0;
            we = 1;
            end
            else if(funct == 4'b0001) begin
            sonuc = rs1_data << rs2_data;
            hata = 0;
            pc_update = 0;
            we = 1;
            end
            else if(funct == 4'b0101) begin
            sonuc = $signed(rs1_data) >> $signed(rs2_data);
            hata = 0;
            pc_update = 0;
            we = 1;
            end
            else if(funct == 4'b1101) begin
            sonuc = $signed(rs1_data) >>> $signed(rs2_data);
            hata = 0;
            pc_update = 0;
            we = 1;
            end
            else begin
            sonuc = 32'bx;
            hata = 1'bx;
            pc_update = 1'bx;
            we = 1'bx;
            end
            end
            I:
            begin
            if(funct == 4'b0) begin
            sonuc = $signed(rs1_data) + $signed(imm);
            hata = 0;
            pc_update = 0;
            we = 1;
            end
            else if(funct == 4'b0111) begin
            sonuc = $signed(rs1_data) & $signed(imm);
            hata = 0;
            pc_update = 0;
            we = 1;
            end
            else if(funct == 4'b0110) begin
            sonuc = $signed(rs1_data) | $signed(imm);
            hata = 0;
            pc_update = 0;
            we = 1;
            end
            else if(funct == 4'b0100) begin
            sonuc = $signed(rs1_data) ^ $signed(imm);
            hata = 0;
            pc_update = 0;
            we = 1;
            end
            else if(funct == 4'b0001) begin
            sonuc = rs1_data << imm;
            hata = 0;
            pc_update = 0;
            we = 1;
            end
            else if(funct == 4'b0101) begin
            sonuc = rs1_data >> imm;
            hata = 0;
            pc_update = 0;
            we = 1;
            end
            else begin
            sonuc = 32'bx;
            hata = 1;
            pc_update = 0;
            we = 0;
            end
            end
            U:
            begin
            sonuc = imm;
            hata = 0;
            pc_update = 0;
            we = 1;
            end
            B:
            begin
            if(funct == 4'b0011)begin
            pc_update = 1;
            sonuc = $signed(imm);
            hata = 0;
            we = 0;
            end
            else if(funct == 4'b0000) begin
                if($signed(rs1_data) == $signed(rs2_data)) begin
                pc_update = 1;
                sonuc = $signed(imm);
                hata = 0;
                we = 0;
                end
                else begin
                pc_update = 0;
                sonuc = 32'bx;
                hata = 0;
                we = 0;
                end
            end
            else if(funct == 4'b0001) begin
                if($signed(rs1_data) != $signed(rs2_data)) begin
                pc_update = 1;
                sonuc = $signed(imm);
                hata = 0;
                we = 0;
                end
                else begin
                pc_update = 0;
                sonuc = 32'bx;
                hata = 0;
                we = 0;
                end
            end
            else if(funct == 4'b0100) begin
                if($signed(rs1_data) < $signed(rs2_data)) begin
                pc_update = 1;
                sonuc = $signed(imm);
                hata = 0;
                we = 0;
                end
                else begin
                pc_update = 0;
                sonuc = 32'bx;
                hata = 0;
                we = 0;
                end
            end
            else if(funct == 4'b0101) begin
                if($signed(rs1_data) >= $signed(rs2_data)) begin
                pc_update = 1;
                sonuc = $signed(imm);
                hata = 0;
                we = 0;
                end
                else begin
                pc_update = 0;
                sonuc = 32'bx;
                hata = 0;
                we = 0;
                end
            end
            else if(funct == 4'b0110) begin
                if(rs1_data < rs2_data) begin
                pc_update = 1;
                sonuc = imm;
                hata = 0;
                we = 0;
                end
                else begin
                pc_update = 0;
                sonuc = 32'bx;
                hata = 0;
                we = 0;
                end
            end
            else if(funct == 4'b0111) begin
                if(rs1_data >= rs2_data) begin
                pc_update = 1;
                sonuc = imm;
                hata = 0;
                we = 0;
                end
                else begin
                pc_update = 0;
                sonuc = 32'bx;
                hata = 0;
                we = 0;
                end
            end
            else begin
            pc_update = 0;
            sonuc = 32'bx;
            hata = 1;
            we = 0;
            end
            end
            default: begin
            pc_update = 0;
            sonuc = 32'bx;
            hata = 1;
            we = 0;
            end
            endcase
end
endmodule
==> Flow_metrics.wiki <==
== Implementation results ==
{| class="wikitable"
! Metric !! Value
|-
| Run status || finished, final reports clean
|-
| GR Overflow Total || 0
|-
| Synthesis warning total || 1
|-
| Vertical die size || 231.5 um
|-
| Core area || 51720 um^2
|-
| Final Hold Violation Tally || 0
|-
| Num ports || 142
|-
| Required time of the critical path || 12400 ps
|-
| Top cells by area, synth || sky130_fd_sc_hd__ha_1 10%, sky130_fd_sc_hd__mux4_2 8.1%, sky130_fd_sc_hd__a21oi_1 6.8%
|-
| Post-CTS Resized || 0
|-
| Final number of setup-violating endpoints || 0
|-
| Number of standard cells after synthesis || 2408
|-
| Chip area || 53580 um^2
|-
| Number of cells on the worst hold path || 3
|-
| Post-CTS setup-driven buffer insertion count || 0
|-
| Ratio of cells with drive above 1 in the final layout || 10.04%
|-
| Number of input and output port buffers inserted || 142
|-
| Cell internal pwr || 0.2467 mW
|-
| Setup WS pre-CTS || 3468 ps
|-
| Number of DRC violations after detailed routing || 0
|-
| Avg Synthesized Cell Area || 6.560 um^2
|-
| Total of clock buffers placed in the layout || 0
|-
| Final cycle utilization of the critical path || 79.73%
|-
| Routed Wire Length || 119.6 mm
|-
| P_leak || 7.084 nW
|-
| MaxCap Viol Count || 0
|-
| Layout sequential cell count || 0
|-
| Synth-to-Final Area Change || 15.82%
|-
| Arrival time at the worst endpoint || 9260 ps
|-
| Final setup margin || 3142 ps
|-
| Die X-Extent || 231.5 um
|-
| Largest net degree at the start of global routing || 49
|-
| Startpoint-to-endpoint class of the critical path || in -> out
|-
| DPL Wire Length || 92.35 mm
|-
| Final GP Congestion || 1.165
|-
| Vias in the first global route || 19940
|-
| Cell type with the largest total area || sky130_fd_sc_hd__ha_1
|-
| Final core occ || 35.38%
|-
| First-pass GRT wire length || 162.6 mm
|-
| Peak VDD IR || 0.03386 mV
|-
| Initial standard-cell utilization of the core || 30.54%
|-
| Number of nets with antenna violations after routing || 0
|-
| Final TNS setup || 0 ps
|-
| Synth top cells by count || 260 x sky130_fd_sc_hd__nand2_1, 214 x sky130_fd_sc_hd__a21oi_1, 207 x sky130_fd_sc_hd__o21ai_0
|-
| Site row count || 83
|-
| Crit-path max FO || 27
|-
| Unrepaired setup endpoints after global routing || false
|-
| Type of origin of the critical path || primary input
|-
| Number of cell instances after yosys synthesis || 2408
|-
| Top area contributor share || 10.06%
|-
| PD cells || 38.84 nW/um^2
|-
| Measured slew at the worst slew-check pin || 1305 ps
|-
| Max Clk Rate || 80.92 MHz
|-
| Tally of unique sky130hd cells used after synthesis || 93
|-
| Post-CTS Hold Buffers || 0
|-
| Worst Setup End Kind || output pin
|-
| Violation tally from detailed-route iteration zero || 2722
|-
| Log Warnings || 95
|-
| Number of max-slew violations in the final report || 0
|-
| WL/cell || 37.93 um
|-
| Mapped cell area || 15800 um^2
|-
| Vias after detailed routing || 21820
|-
| All-Layer GR Usage || 44.40%
|-
| Initial antenna violation count || 8
|-
| Sequential Area || 0 um^2
|-
| Synthesized chip area reported by yosys || 15800 um^2
|-
| Vias per inst || 6.921
|-
| Dominant cell by count in the synthesized netlist || sky130_fd_sc_hd__nand2_1
|-
| Detailed-routing iteration count for the pre-antenna-repair pass || 9
|-
| Worst hold slack across all endpoints || 7223 ps
|-
| Switching Share || 65.28%
|-
| Hold/Removal Path Class || in -> out
|-
| Seq/Total Area, Yosys || 0%
|-
| Headroom to the max-slew limit || 10.77%
|-
| Post-layout minimum cycle time || 12360 ps
|-
| Switching Power || 0.4639 mW
|}
-- through the flow --
step	area (um^2)	power, mW	cells
floorplan	15800	0.3706	2408
global placement	18290	0.6838	3149
detailed placement	18290	0.6799	3149
CTS	18290	0.6830	3149
global route	18290	0.7346	3149
finish	18300	0.7105	3153
-- routing by layer --
metal	vias to the layer above	GRT usage (%)	share of wire (%)
met2	1526	63.54	42
met3	305	13.88	11
li1	9351	-	-
met5	-	1.011	0.065
met1	10630	59.91	41
met4	8	22.31	6.4
-- worst max-delay path: stages --
cell and delay [ps]:
sky130_fd_sc_hd__clkdlybuf4s50_1 490, sky130_fd_sc_hd__nor4_1 760, sky130_fd_sc_hd__nand4_1 610, sky130_fd_sc_hd__nor2_1 240
sky130_fd_sc_hd__buf_4 360, sky130_fd_sc_hd__a22o_1 620, sky130_fd_sc_hd__nand3_1 410, sky130_fd_sc_hd__o21ai_0 880
sky130_fd_sc_hd__a21oi_1 130, sky130_fd_sc_hd__a2111oi_0 780, sky130_fd_sc_hd__buf_4 270, sky130_fd_sc_hd__or3_1 120
sky130_fd_sc_hd__clkdlybuf4s50_1 450
-- path summary, 6_finish.rpt --
| check | start | to |
|---|---|---|
| max | rs2_data[20] | sonuc[5] |
| min | opcode[3] | we |
-- power groups by stage --
stage / logic (mW) / registers [mW] / clock network (mW)
after global routing: 0.735 / 0 / 0
after CTS: 0.683 / 0 / 0
-- cell usage in the layout (no fill, tap or decap), types with 9 or more instances in the layout --
cell type / n
sky130_fd_sc_hd__nand2_1: 260
sky130_fd_sc_hd__a21oi_1: 214
sky130_fd_sc_hd__o21ai_0: 207
sky130_fd_sc_hd__nor2_1: 178
sky130_fd_sc_hd__inv_1: 144
sky130_fd_sc_hd__buf_4: 138
sky130_fd_sc_hd__clkdlybuf4s50_1: 137
sky130_fd_sc_hd__ha_1: 127
sky130_fd_sc_hd__mux2i_1: 92
sky130_fd_sc_hd__nand3_1: 72
sky130_fd_sc_hd__a211oi_1: 62
sky130_fd_sc_hd__mux4_2: 57
sky130_fd_sc_hd__nor3_1: 44
sky130_fd_sc_hd__a31oi_1: 44
sky130_fd_sc_hd__o211ai_1: 43
sky130_fd_sc_hd__nor4_1: 40
sky130_fd_sc_hd__xnor2_1: 38
sky130_fd_sc_hd__o22ai_1: 35
sky130_fd_sc_hd__nand2b_1: 29
sky130_fd_sc_hd__a21o_1: 28
sky130_fd_sc_hd__nand4_1: 27
sky130_fd_sc_hd__o31ai_1: 25
sky130_fd_sc_hd__a221oi_1: 24
sky130_fd_sc_hd__o221ai_1: 24
sky130_fd_sc_hd__a311oi_1: 20
sky130_fd_sc_hd__o21a_1: 20
sky130_fd_sc_hd__and3_1: 20
sky130_fd_sc_hd__a22oi_1: 19
sky130_fd_sc_hd__or3_1: 18
sky130_fd_sc_hd__o21bai_1: 16
sky130_fd_sc_hd__a2111oi_0: 16
sky130_fd_sc_hd__a32oi_1: 15
sky130_fd_sc_hd__nor2b_1: 13
sky130_fd_sc_hd__xor2_1: 12
sky130_fd_sc_hd__o2111ai_1: 11
sky130_fd_sc_hd__o311ai_0: 10
sky130_fd_sc_hd__a211o_1: 10
sky130_fd_sc_hd__a32o_1: 10
sky130_fd_sc_hd__o211a_1: 9
-- logic make-up after synthesis --
group                      share of synthesized area, %
buffers and inverters                             8.911
adders and majority gates                         10.44
xor gates and xnor gates                          2.772
AOI/OAI and AO/OA                                 40.28
and+or+nand+nor                                   22.57
muxes                                             15.03
-- cell type report --
class | count | area, um^2
fill | 5590 | 33420
antenna | 4 | 10.01
tap | 680 | 850.8
timing repair buffer | 279 | 2427
inverter | 146 | 548.0
multi-input combinational | 2044 | 14460
Power figures rest on the tool's default switching activity, not on a simulated workload.
