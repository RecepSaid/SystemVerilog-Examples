### flow/run.sh
#!/bin/bash
# OpenROAD 26Q1-2900-gdf79404cd8, Yosys 0.63+post, stock flow scripts
make -C /OpenROAD-flow-scripts/flow DESIGN_CONFIG=/design/flow/config.mk WORK_HOME=/design/flow/orfs finish
### flow/config.mk
export PLATFORM = sky130hd
export DESIGN_NAME = lab_06_p2
export DESIGN_NICKNAME = lab_06_p2
export VERILOG_FILES = /design/flow/design.v
export SDC_FILE = /design/flow/constraint.sdc
export NUM_CORES = 4
export LEC_CHECK = 1
export CORE_AREA = 10 10 70 70
export DIE_AREA = 0 0 80 80
### flow/constraint.sdc
current_design lab_06_p2

set clk_period 2.7
set clk_io_pct 0.2

create_clock -name clk0 -period $clk_period [get_ports {clk}]

set non_clock_inputs [all_inputs -no_clocks]
set_input_delay [expr $clk_period * $clk_io_pct] -clock clk0 $non_clock_inputs
set_output_delay [expr $clk_period * $clk_io_pct] -clock clk0 [all_outputs]
### flow/design.v
module lab_06_p2 (
    input logic clk, reset, en,
    input logic [4:0] D,
    input logic baslat,
    output logic y,
    output logic mesgul
);
typedef enum{s0,s1,s2,s3,s4,s5,s6,s7} statetype;
statetype state,nextstate;
always_ff @(posedge clk)
state <= nextstate;
always_comb 
    case (state)
        s0:
            begin
                if (reset)           nextstate = s0;
                else if(baslat & en) nextstate = s1;
                else                 nextstate = s0;
            end
        s1:
            begin
                if (reset)            nextstate = s0;
                else if(~baslat & en) nextstate = s2;
                else                  nextstate = s0;
            end
        s2:
            begin
                if (reset)            nextstate = s0;
                else if(~baslat & en) nextstate = s3;
                else                  nextstate = s0;
            end
        s3:
            begin
                if (reset)            nextstate = s0;
                else if(~baslat & en) nextstate = s4;
                else                  nextstate = s0;
            end
        s4:
            begin
                if (reset)            nextstate = s0;
                else if(~baslat & en) nextstate = s5;
                else                  nextstate = s0;
            end
        s5:
            begin
                if (reset)            nextstate = s0;
                else if(~baslat & en) nextstate = s6;
                else                  nextstate = s0;
            end
        s6:
            begin
                if (reset)            nextstate = s0;
                else if(~baslat&| en) nextstate = s7;
                else                  nextstate = s0;
            end
        s7:                 nextstate = s0;
        default:            nextstate = s0;
    endcase
always_comb
    case (nextstate)
            s0: 
                begin
                    y      = 1;
                    mesgul = 0;
                end
            s1: 
                begin
                    y      = 0;
                    mesgul = 1;
                end
            s2: 
                begin
                    y      = D[0];
                    mesgul = 1;
                end
            s3: 
                begin
                    y      = D[1];
                    mesgul = 1;
                end
            s4: 
                begin
                    y      = D[2];
                    mesgul = 1;
                end
            s5: 
                begin
                    y      = D[3];
                    mesgul = 1;
                end
            s6: 
                begin
                    y      = D[4];
                    mesgul = 1;
                end
            s7: 
                begin
                    y      = 1;
                    mesgul = 1;
                end
            default: 
                begin 
                    y      = 1;
                    mesgul = 0;
                end
    endcase
endmodule
==> Changelog: implementation <==
### Metrics

* GR Overflow Total at 0
* CTS tree: yes
* Core area at 0.00342 mm²
* Post-Syn Area at 299 µm²
* M1 GR Usage at 3.06%
* Biggest regs: state (3)
* Vias in the first global route at 328
* R2R cell count at 3
* Fill cell count at 388
* Status: finished clean
* DIE HEIGHT at 80 µm
* Chip area at 0.00640 mm²
* Fin Clk Skew at 0.00148 ns
* First-pass GRT wire length at 1460 µm
* CTS Sinks at 3
* CP top delay family: AND-OR/OR-AND gates
* Gpl congestion at 0.719
* Register name with the most flops: state
* FP Core Util at 8.75%
* Total of max-cap violations at 0
* Post-route minimum period at 2.60 ns
* #FFs+latches synth at 3
* Count of pins over their slew limit at 0
* Largest register FFs at 3
* Async S/R FF share, synth at 0%
* Top cell area share at 20.1%
* Crit path depth at 6
* Period utilisation layout at 96.2%
* Chip Width at 80 µm
* Worst-margin pin slew at 0.473 ns
* Clock Tree Root: clkbuf_4
* Tightest Hold Check Type: input port to flop
* CP max stage delay at 0.42 ns
* Total Neg Setup Slack at 0 ns
* Total detailed-routing wirelength at 976 µm
* Sw power at 0.0441 mW
* Io pins at 11
* Area growth, synth to finish at 78.2%
* Top_reg_cell synth: dfxtp_1
* Hold-critical path depth at 3
* Clk pin slew, worst setup/hold paths at 0.04 ns
* Crit start category: input port
* Static Leak at 0.176 nW
* CP endpoint kind: output port
* Latency at later pin at 0.24 ns
* Met2 usage at 5.14%
* Pin count of the biggest net entering global routing at 10
* Pwr Total at 0.171 mW
* Aggregate global-route resource usage at 2.83%
* Comb pwr share at 24.7%
* Cell taking the most area after synthesis: dfxtp_1
* HPWL after DPL at 722 µm
* Setup bufs post-CTS at 0
* Iter 0 DRT Violations at 16
* # DRC at 0
* Clk buf depth at 2
* WP data required at 2.16 ns
* Via count at 297
* EDFF count, synth at 0
* Crit path max fanout at 4
* Yosys cell types at 22
* Path type of the worst setup path: input port to output port
* Count of tool warnings at 25
* Register share of total power at 28.1%
* Layout cells sized above 1 at 38.3%
* CTS HTree Levels at 1
* Yosys Instances at 32
* Antenna violations before repair at 0
* Yosys Chip Area at 299 µm²
* Reg2reg start: state[0]$_DFF_P_
* Critical Path Start: reset
* Synth warn at 1
* Sequential fraction of the synthesis area at 20.1%
* DR WL/cell at 10.5 µm
* Top cells by area: dfxtp_1 (20%), o21a_1 (10%), buf_6 (7.5%)
* ANT nets after route at 0
* Clock power share at 47.3%
* Internal Power at 0.127 mW
* CTS buffer count at 3
* Worst path slowest cell: o41a_1
* Fmax at 0.385 GHz
* Worst VDD drop at 0.0512 mV
* Met3 usage in global routing at 0.455%
* Sw frac at 25.8%
* Hold path startpoint: en
* Worst rel slew slack at 68.2%
* Syn Area/Cell at 9.34 µm²
* Top logic cells by instance count in the layout: clkdlybuf4s50_1 (7), buf_4 (5), o21a_1 (4)
* Most used logic cell in the final layout: clkdlybuf4s50_1
* Buffers on Ports at 10
* ANT cells at 0
* Hold Vio Cnt, Final at 0
* Setup Viol. Count Final at 0
* First-pass detailed-route iteration total at 4
* Power per cell area at 320 mW/mm²
* GRT Max-Usage Layer: met2
* Critical Path AT at 2.06 ns
* Worst path bufs/invs at 2
* # rows at 21
* Cell Chain, Critical Path: clkdlybuf4s50_1 > nand2b_4 > o41a_1 > a211oi_2 > o31ai_2 > dlygate4sd2_1
* Vias/cell at 3.19
* Cells after Synth at 32
## repair_timing
action	4_1_cts	5_1_grt
pin swaps	1	3
gates resized	7	3
hold buffers	0	0
endpoints found under the hold margin	0	0
endpoints found under the setup margin	2	2
## tightest hold or removal path: stages
cell            delay, ns
dlymetal6s2s_1       0.15
nand2b_4             0.10
nor4_4               0.06
## area by class of cell
type                       instances  area, µm²  area share (%)
clock buffer                       4       26.3            4.93
timing repair buffer              15        138            25.8
multi-input combinational         25        251            47.2
tap                               46       57.6            10.8
sequential                         3       60.1            11.3
## path summary, 6_finish.rpt
kind / endpoint / slack, ns
hold / removal: state[0]$_DFF_P_ / 0.66
hold reg to reg: state[0]$_DFF_P_ / 0.70
setup reg to reg: state[2]$_DFF_P_ / 1.56
setup / recovery: y / 0.10
## synthesized netlist by cell type, types with 2 or more instances
master and n:
o21a_1 4, dfxtp_1 3, nor3_1 3, a211oi_1 2, buf_6 2, nand2_1 2
## metal layers
layer | vias up | part of all wire [%]
li1 | 151 | -
met1 | 140 | 39
met2 | 4 | 56
met3 | 2 | 1.8
met4 | 0 | 3.0
met5 | - | 0
## power groups by stage
stage	Clock (mW)	Combinational, mW	Sequential (mW)
final	0.0807	0.0421	0.0479
after global routing	0.0885	0.0461	0.0480
after CTS	0.0845	0.0414	0.0477
## kinds of logic (layout without fill, tap and decap cells)
kind of cell           count (synthesis)  after routing  synth area share (%)
AND/OR/NAND/NOR                       12             12                  28.0
AND-OR/OR-AND                         10             10                  30.5
buffers and inverters                  4             19                  11.7
flip-flops                             3              3                  20.1
XOR/XNOR                               2              2                  5.86
multiplexers                           1              1                  3.77
## stage by stage
step	hold slack [ns]	worst slack, ns	cells	area, µm²	utilization [%]
after floorplan	0.530	0.705	32	299	-
after global placement	0.631	-0.242	89	459	13.4
after detailed placement	0.656	-0.295	89	459	13.4
after CTS	0.682	0.0209	93	520	15.2
after global routing	0.688	-0.00430	93	533	15.6
final	0.664	0.101	93	533	15.6
Power is estimated from default activity; no workload was simulated.
